==> ./design.v <==
`default_nettype none
module lfsr (
    input logic clk,
    input logic rst,
    input logic in,
    output logic out_gal,
    output logic out_fib
);
    localparam INIT     = 8'b1000_0000;
    localparam FIB_TAP  = 8'b0010_1101;
    localparam GAL_TAP  = 8'b1011_0100;
    logic [7:0] gal_state, fib_state;
    initial gal_state = INIT;
    initial fib_state = INIT;
    always @(posedge clk)
        if (rst) begin
            gal_state <= INIT;
            fib_state <= INIT;
        end else begin
            if (gal_state[0])
                gal_state <= { in, gal_state[7:1] } ^ GAL_TAP;
            else
                gal_state <= { in, gal_state[7:1] };
            fib_state <= { ^(fib_state & FIB_TAP) ^ in, fib_state[7:1] };
        end
    assign out_gal = gal_state[0];
    assign out_fib = fib_state[0];
endmodule
==> ./run.sh <==
#!/bin/bash
# OpenROAD 26Q1-2900-gdf79404cd8, Yosys 0.63+post, stock flow scripts
make -C /OpenROAD-flow-scripts/flow DESIGN_CONFIG=/design/flow/config.mk WORK_HOME=/design/flow/orfs finish
==> ./config.mk <==
export PLATFORM = sky130hd
export DESIGN_NAME = lfsr
export DESIGN_NICKNAME = lfsr
export VERILOG_FILES = /design/flow/design.v
export SDC_FILE = /design/flow/constraint.sdc
export NUM_CORES = 4
export LEC_CHECK = 1
export CORE_AREA = 10 10 71 71
export DIE_AREA = 0 0 81 81
==> ./constraint.sdc <==
current_design lfsr

set clk_period 1.3
set clk_io_pct 0.2

create_clock -name clk0 -period $clk_period [get_ports {clk}]

set non_clock_inputs [all_inputs -no_clocks]
set_input_delay [expr $clk_period * $clk_io_pct] -clock clk0 $non_clock_inputs
set_output_delay [expr $clk_period * $clk_io_pct] -clock clk0 [all_outputs]
==> flow_summary.json <==
{
  "status": "complete, no violations",
  "clock_sinks": 16,
  "tool_warnings": 25,
  "clock.fmax_ghz": 0.811,
  "cts.path.max_buffers": 2,
  "finalInstanceArea_um2": 674,
  "worst_pin_slew_ps": 160,
  "top_cells_by_count": "16 x dfxtp_1, 11 x nor2b_1, 6 x xnor2_1",
  "top_area_frac": 0.646,
  "postPlaceCellArea_um2": 616,
  "cp_slowest_cell": "clkdlybuf4s50_1",
  "peakVddDrop_mv": 0.912,
  "syn_area_per_cell_um2": 12.1,
  "clk_pin_slew_ps": 60,
  "slew_headroom": 0.892,
  "ys_cells": 41,
  "io_buffer_count": 4,
  "ys_seq_frac": 0.646,
  "crit_chain": "clkdlybuf4s50_1 -> xnor3_1 -> xnor2_1 -> nand2b_1",
  "track_usage": 0.0242,
  "synth-main-ff-cell": "dfxtp_1",
  "core-area_um2": 3630,
  "num_antenna_cells": 0,
  "slew_viol_final": 0,
  "gp_congestion": 0.742,
  "post_cts_buffers": 0,
  "firstDrtPassIters": 2,
  "drtIter0Drc": 2,
  "maxCapViolCount": 0,
  "num_rows": 22,
  "post-route-period-util": 0.948,
  "fin_util": 0.186,
  "ys_seq_elements": 16,
  "root_buffer": "clkbuf_8",
  "grt_overflow": 0,
  "yosys_area_um2": 495,
  "finalNonFillerCells": 97,
  "ys_types": 7,
  "p_per_area_nw_per_um2": 1470,
  "grt_pass1_wl_um": 1260,
  "num_vias": 272,
  "crit_type": "input pin to flop",
  "vias_per_cell": 2.80,
  "async_reset_ff_frac": 0,
  "remaining_drc_errors": 0,
  "min_path_type": "flop to flop",
  "layout-drive-gt1-share": 0.163,
  "arrival_ps": 1370,
  "grt_pass1_vias": 279,
  "ant_nets": 0,
  "power.static_leakage_nw": 0.267,
  "crit_fanout": 2,
  "topCellsByArea": "dfxtp_1 65%, nor2b_1 14%, xnor2_1 11%",
  "hold_buffers": 0,
  "yosysTopAreaCell": "dfxtp_1",
  "dpl.hpwl_um": 477,
  "period_needed_ps": 1230,
  "cts_htree_levels": 1,
  "grt_antenna_before_repair": 0,
  "crit_required_ps": 1430,
  "syn_area_um2": 495,
  "yosysWarnings": 1,
  "cts_buffers": 3,
  "die_w_um": 81,
  "layout_setup_ws_ps": 67.0,
  "die_area_um2": 6560,
  "avgRoutedWirePerCell_um": 7.36,
  "hold_viol": 0,
  "edf_count": 0,
  "dpl.cell_count": 93,
  "areaGrowthSynthToFinish_pct": 36.1,
  "rsz0062_at_grt": "false",
  "yosysMostFrequentCell": "dfxtp_1",
  "grt_max_degree": 17,
  "wl_um": 714,
  "setup_viol": 0,
  "cp-start-kind": "input pin",
  "power.total_w": 0.000991,
  "dp_slack_ps": -187,
  "io_pins": 5,
  "skew_ps": 3.84,
  "crit_path_end_kind": "flop",
  "die_y_um": 81,
  "clk_latency_ps": 240,
  "cp_slowest_stage_delay_ps": 500,
  "initial_core_util": 0.136,
  "cts_tree": "yes",
  "netlist_instances": 41
}
## report_power, final
part	switching, W	internal (W)	total (W)
sequential	0.00000632	0.000511	0.000517
clock	0.000151	0.000268	0.000419
combinational	0.0000193	0.0000346	0.0000539
## worst max-delay path, delay by kind of cell
kind | cells | cell delay [ps]
and+or+nand+nor | 1 | 60
xor gates and xnor gates | 2 | 550
buffers and inverters | 1 | 500
## path summary, 6_finish.rpt
check / to / slack (ps) / from / cells after the start
worst max register to register: fib_state[7] / 340 / fib_state[3] / 3
worst min register to register: fib_state[3] / 430 / fib_state[4] / 1
worst min-delay path: fib_state[3] / 430 / fib_state[4] / 1
worst max-delay path: fib_state[7] / 70 / in / 4
## stage by stage
step	setup TNS (ps)	hold slack, ps
after global placement	-176	418
after global routing	0	456
after detailed placement	-187	426
after CTS	0	439
final	0	435
after floorplan	0	332
## cell usage in the layout (no fill, tap or decap)
cell type,netlist,layout
buf_12,0,1
buf_4,0,1
clkbuf_8,0,4
clkdlybuf4s50_1,0,2
dfxtp_1,16,14
dfxtp_2,0,2
dlygate4sd2_1,0,1
dlymetal6s2s_1,0,1
nand2b_1,2,2
nor2_1,3,3
nor2b_1,11,11
xnor2_1,6,6
xnor3_1,1,1
## cell type report
class,instances,area [um2]
Clock buffer,4,55.1
Fill cell,402,2960
Multi-Input combinational cell,23,168
Timing Repair Buffer,6,68.8
Tap cell,48,60.1
Sequential cell,16,323
## state kept, by name, summed over array words and instances (netlist names)
name / cells
fib_state: 8
gal_state: 8
## layer usage
layer	share of wire	track usage	routed length, um
met2	0.40	0.0318	287
met5	0	0	0
met1	0.48	0.0313	343
met3	0.10	0.0178	73
met4	0.013	0.00519	9
## repair_timing
item / in CTS / in global routing
resized: 3 / 1
endpoints found under the setup margin: 2 / 1
gates cloned: 0 / 0
## logic make-up (layout without fill, tap and decap cells)
logic type / Yosys count / in the layout / share of synthesized area
buf+inv: 2 / 10 / 0.0152
xor+xnor: 7 / 7 / 0.152
flops: 16 / 16 / 0.646
simple gates: 16 / 16 / 0.187
