==> design.v <==
`default_nettype none
module serialtx #(
    DIVIDE = 2,  
    FRAME = 8
) (
    input logic clk,
    input logic rst,
    output logic uart_tx,
    input logic [31:0] wb_addr,
    input logic [FRAME - 1 : 0] wb_data_w,
    output logic [31:0] wb_data_r,
    input logic wb_we, wb_stb, wb_cyc,
    output logic wb_ack, wb_stall
);
    localparam STATE_WIDTH = $clog2(FRAME + 3);
    logic [STATE_WIDTH - 1 : 0] state;
    initial state = 0;
    logic busy;
    assign busy = state != 0;
    logic [31:0] num_bytes;
    initial num_bytes = 0;
    assign wb_data_r = num_bytes;
    logic [FRAME - 1 : 0] data;
    localparam DIV_WIDTH = $clog2(DIVIDE);
    logic [DIV_WIDTH - 1 : 0] div_counter;
    initial div_counter = 0;
    logic div_overflow;
    assign div_overflow = div_counter + 1'b1 == DIVIDE[DIV_WIDTH - 1 : 0];
    logic last_cycle;
    assign last_cycle = state == 2 && div_overflow && wb_stb && wb_we;
    assign wb_stall = busy && ! last_cycle && wb_we;
    initial wb_ack = 1'b0;
    always @(posedge clk) begin
        wb_ack <= 1'b0;
        if (rst) begin
            state <= 0;
            div_counter <= 0;
            num_bytes <= 0;
        end else begin
            if (wb_stb && ! wb_we) begin
                wb_ack <= 1'b1;
            end
            if (state == 0) begin
                if (wb_stb && wb_we) begin
                    state <= 1;
                    data <= wb_data_w;
                    wb_ack <= 1'b1;
                end
            end else begin
                if (div_overflow) begin
                    if (state == 1) begin
                        state <= 3;
                    end else if (state == FRAME + 2) begin
                        state <= 2;
                    end else if (state == 2) begin
                        if (wb_stb && wb_we) begin
                            state <= 1;
                            data <= wb_data_w;
                            wb_ack <= 1'b1;
                        end else begin
                            state <= 0;
                        end
                        num_bytes <= num_bytes + 32'd1;
                    end else begin
                        state <= state + 1'd1;
                    end
                    div_counter <= 0;
                end else begin
                    div_counter <= div_counter + 1'd1;
                end
            end
        end
    end
    always @(*)
        if (state == 1) begin
            uart_tx = 1'b0;
        end else if (state == 0 || state == 2) begin
            uart_tx = 1'b1;
        end else begin
            uart_tx = data[state - 3];
        end
endmodule
==> run.sh <==
#!/bin/bash
# OpenROAD 26Q1-2900-gdf79404cd8, Yosys 0.63+post, stock flow scripts
make -C /OpenROAD-flow-scripts/flow DESIGN_CONFIG=/design/flow/config.mk WORK_HOME=/design/flow/orfs finish
==> config.mk <==
export PLATFORM = sky130hd
export DESIGN_NAME = serialtx
export DESIGN_NICKNAME = serialtx
export VERILOG_FILES = /design/flow/design.v
export SDC_FILE = /design/flow/constraint.sdc
export NUM_CORES = 4
export LEC_CHECK = 1
export CORE_UTILIZATION = 30
==> constraint.sdc <==
current_design serialtx

set clk_period 5.5
set clk_io_pct 0.2

create_clock -name clk0 -period $clk_period [get_ports {clk}]

set non_clock_inputs [all_inputs -no_clocks]
set_input_delay [expr $clk_period * $clk_io_pct] -clock clk0 $non_clock_inputs
set_output_delay [expr $clk_period * $clk_io_pct] -clock clk0 [all_outputs]
==> impl_metrics.toml <==
# physical design summary
[run_status]
status = "completed"

[global_routing]
globalRouteOverflowTotal = 0
grt_usage = 0.124
grt_pass1_vias = 1762
grt_start_max_net_pins = 51
antenna_found_initial = 0
grt_pass1_wl_um = 8640

[setup_path]
reg2regPathDepth = 6
crit_fanout = 9
critical_path_class = "reg -> out"
crit_path_start_kind = "register"
critPathCaptureType = "primary output"
cp_slowest_cell = "dfxtp_1"
cpPeakStageDelay_ps = 550
cp.arrival_ps = 2340
path_cells = "inv_1 -> ha_1 -> mux4_2 -> nand2_1 -> o21ai_0 -> o2bb2ai_1 -> clkdlybuf4s50_1"
critPathRequiredTime_ps = 4400

[clocking]
clock.latency.late_pin_ps = 290
cts-resized-gates = 0
hold_buffers = 0
cts_made_buffers = 5
cts_htree_levels = 2
cts_tree = "done"
postCtsSetupBuffers = 0
cts_max_path_buffers = 2
clock_sinks = 46
path_clk_slew_ps = 80
cts_root_buffer = "clkbuf_8"

[cells_and_area]
num-fill-cells = 820
drive_above_1_share = 0.108
area_delta_synth_final_pct = 25.3
combGateArea_um2 = 1350
layout.cells.non_filler = 407
seq_area_um2 = 1000

[sta]
min_period_ps = 3440
rsz0062_at_grt = "false"
skew_ps = 8.05
hold_viol = 0
min_period_over_period = 0.625
maxSlewViolCount = 0
setup_violations = 0
timing.fmax_mhz = 291
fin_setup_tns_ps = 0
slew_headroom = 0.614
worstMarginPinSlew_ps = 577

[synthesis]
async_reset_ff_frac = 0
netlist_instances = 267
topCellsByArea = "dfxtp_1, edfxtp_1, mux2_2, a21oi_1, nor2_1"
edf_count = 8
yosysWarnings = 1
netlist-cell-type-count = 48
top_cell_area_share = 0.307
yosys-stat-area_um2 = 2480
ff_type = "dfxtp_1"
yosysMostFrequentCell = "dfxtp_1"
avgSynthCellArea_um2 = 9.29
ys_ff = 46
synth_seq_share = 0.403
synth_area_um2 = 2480
yosys.area.top_type = "dfxtp_1"
ys_cells = 267
top_cells_by_count = "dfxtp_1, nor2_1, a21oi_1"

[drt]
dr_wl_met2_um = 2130
drc = 0
wl_met1_um = 2640
vias_per_cell = 4.99
dr.max_layer_used = "met4"
drt_pre_antenna_iters = 4
diodes = 0
avgRoutedWirePerCell_um = 12.5
drt_iter0_drc = 168
final_antenna_net_count = 0
vias = 2029
wl_um = 5090
wl_met3_um = 255

[worst_hold_path]
holdPathStages = 2
min_path_type = "reg -> reg"

[floorplan]
dieWidth_um = 92.9
boundaryPins = 80
core_area_um2 = 7850
die_area_um2 = 8640
fp_util = 0.316
die_h_um = 92.9
row_count = 32

[job]
openroad.warnings = 61
maxCapViolations = 0

[power]
p_leak_uw = 0.00103
ir_drop_v = 0.000103
power_density_nw_per_um2 = 213

[placement]
place_hpwl_um = 3500
dp.cells = 399
io_buffers = 46
gp_congestion = 0.821
[state kept, by name (all words and copies together) (netlist names)]
name and flops:
div_counter 1, wb_ack 1, num_bytes 32, state 4
data 8
[cell type report]
type,count,share of cell area
Clock inverter,1,0.00966
Timing Repair Buffer,48,0.153
Multi-Input combinational cell,194,0.436
Tap cell,102,0.0411
Inverter,9,0.0109
Clock buffer,7,0.0278
Sequential cell,46,0.322
[worst paths after layout]
path / start / to / slack, ps
setup / recovery: state[0] / uart_tx / 2060
hold / removal: num_bytes[18] / num_bytes[18] / 500
hold reg to reg: num_bytes[18] / num_bytes[18] / 500
setup reg to reg: state[0] / num_bytes[26] / 2730
[kinds of logic after synthesis]
logic type | share of synthesized area
compound gates | 0.121
xor+xnor | 0.0282
buf+inv | 0.0509
fa+ha+maj | 0.0252
flops | 0.403
mux | 0.0807
simple gates | 0.291
[power by group]
part	switching, µW	total, µW	internal [µW]	leakage [µW]
registers	6.12	353	347	0.000380
logic	25.0	51.8	26.8	0.000590
clock network	110	258	148	0.0000585
total	141	663	522	0.00103
[cells in the final DEF, fill, tap and decap left out, drive strengths merged, types with 6 or more instances in the layout]
cell type and count:
mux2 12, dfxtp 38, nand3 11, nor2b 12, inv 9, nor4 11, nand4 11, or4 9
and2 6, clkbuf 7, clkdlybuf4s50 46, o31ai 9, nand2 16, nor2 22, o21ai 11, edfxtp 8
xor2 7, a21oi 17
[critical path, delay by kind of cell, from the launching register on]
family | cells | cell delay, ps
buffers and inverters | 2 | 580
adders and majority gates | 1 | 370
AOI/OAI and AO/OA | 2 | 270
muxes | 1 | 230
and+or+nand+nor | 1 | 50
DFF | 1 | 550
[stage by stage]
step / power, µW / utilization / cell area, µm² / setup slack (ps) / hold WS [ps]
floorplan: 393 / - / 2480 / 2600 / 448
CTS: 676 / 0.396 / 3110 / 2020 / 501
global placement: 413 / 0.381 / 2990 / 2090 / 481
global route: 696 / 0.396 / 3110 / 1870 / 538
detailed placement: 413 / 0.381 / 2990 / 2080 / 488
finish: 663 / 0.396 / 3110 / 2060 / 498
[metal layers]
layer	vias to the layer above	global-route usage
li1	1061	-
met1	913	0.213
met2	50	0.170
met3	5	0.0217
met4	0	0.0141
met5	-	0
Power and IR drop assume default switching activity.
